<file path="/design/flow/constraint.sdc">
current_design HCSR04

set clk_period 2.8
set clk_io_pct 0.2

create_clock -name clk0 -period $clk_period [get_ports {clk}]

set non_clock_inputs [all_inputs -no_clocks]
set_input_delay [expr $clk_period * $clk_io_pct] -clock clk0 $non_clock_inputs
set_output_delay [expr $clk_period * $clk_io_pct] -clock clk0 [all_outputs]
</file>
<file path="/design/flow/run.sh">
#!/bin/bash
# OpenROAD 26Q1-2900-gdf79404cd8, Yosys 0.63+post, stock flow scripts
make -C /OpenROAD-flow-scripts/flow DESIGN_CONFIG=/design/flow/config.mk WORK_HOME=/design/flow/orfs finish
</file>
<file path="/design/flow/design.v">
module HCSR04(clk, reset, get, echo, trigger, data, ready);
parameter unsigned inputClk 	= 2000000;
localparam  length 	= 100000;
input wire clk;
input wire reset;
input wire get;
input wire echo;
output reg trigger;
output reg [15:0] data;
output reg ready;	
reg [2:0] state;
reg lastEcho = 0;
localparam STATE_IDLE 	= 0;
localparam STATE_GET		= 1;
localparam STATE_ECHO 	= 2;
localparam STATE_FINISH = 3;
always@(posedge clk)
begin
	if  (!reset)
		begin
			state 	<= STATE_IDLE;			
			data		<= 16'd0;
			trigger	<=	1'd0;
			ready		<=	1'd0;
			lastEcho <= 0;
		end
	else
		begin
			case (state)
				STATE_IDLE: begin
					if (!get)
						begin
							state <= STATE_GET;
							data <= 16'd0;
						end
					else
						state <= STATE_IDLE;
					trigger	<=	1'd0;
					ready		<=	1'd0;
					lastEcho <= 0;
				end
				STATE_GET: begin
					if (data == ((inputClk/length)-1))
						begin
							state <= STATE_ECHO;
							data		<= 16'd0;				
						end
					else
						begin
							state <= STATE_GET;
							data		<= data + 16'd1;				
						end
					trigger	<=	1'd1;
					ready		<=	1'd0;
					lastEcho <= 0;
				end
				STATE_ECHO: begin
					case ({lastEcho,echo})
						0 :	begin
									state <= STATE_ECHO;
								end
						1 :	begin
									lastEcho <= echo;
									data		<= data + 16'd1;
									state <= STATE_ECHO;
								end
						2 :	begin
									state <= STATE_FINISH;
								end
						3 :	begin
									data		<= data + 16'd1;
									state <= STATE_ECHO;
								end
					endcase
					trigger	<=	1'd0;
					ready		<=	1'd0;
				end
				STATE_FINISH: begin				
					state <= STATE_IDLE;
					trigger	<=	1'd0;
					ready		<=	1'd1;
					lastEcho <= 0;	
				end
			endcase
		end
end
endmodule
</file>
<file path="/design/flow/config.mk">
export PLATFORM = sky130hd
export DESIGN_NAME = HCSR04
export DESIGN_NICKNAME = HCSR04
export VERILOG_FILES = /design/flow/design.v
export SDC_FILE = /design/flow/constraint.sdc
export NUM_CORES = 4
export LEC_CHECK = 1
export CORE_AREA = 10 10 95 95
export DIE_AREA = 0 0 105 105
</file>
==> results.py <==
# Physical implementation metrics
metrics = {
    "setup_path": {
        "critical_path_end": "data[12]$_SDFFE_PN0P_",
        "critPathKind": "in -> reg",
        "worst_case_reg_to_reg_path_depth": 6,
        "timing.reg2reg.setup_slack_ns": 0.83,
        "worst_ep_arrival_time_ns": 2.29,
        "timing.rr.start": "data[0]$_SDFFE_PN0P_",
        "endpoint_kind": "flip-flop",
        "rr_endpoint": "data[6]$_SDFFE_PN0P_",
        "worst-endpoint-required_ns": 3.00,
        "setup.worst_path.start_class": "input pin",
        "critPathLaunch": "echo",
        "worst-path-max-fanout": 22,
    },
    "synthesis": {
        "synthesis.yosys.warnings": 1,
        "top_cell_area_share": 0.414,
        "top_cells_by_count": "dfxtp_1, a21oi_1, o31ai_1, or4_1, nand2_1",
        "synth-main-ff-cell": "dfxtp_1",
        "ys_seq_frac": 0.414,
        "synth.ff_latch_count": 23,
        "yosysTopAreaCell": "dfxtp_1",
        "mappedNetlistArea_um2": 1110,
        "ys_cells": 122,
        "synth-edff-count": 0,
        "post_synth_num_cell_types": 33,
        "netlist.top_cell.by_instances": "dfxtp_1",
        "post_synth_main_area_contributors": "dfxtp_1, a21oi_1, o31ai_1, or4_1, nand3_1",
        "post_synth_arst_share": 0,
        "synth-area-yosys_um2": 1110,
        "synth.avg_cell_area_um2": 9.11,
        "synth_cells": 122,
    },
    "grt": {
        "grt_pass1_wl_um": 4640,
        "globalRouteTotalUtil": 0.0484,
        "grt_antenna_before_repair": 0,
        "grt_overflow": 0,
        "maximum_number_of_pins_on_one_net_before_global_route_repair": 23,
        "grt_pass1_vias": 899,
    },
    "clock_tree": {
        "htree_levels": 1,
        "clock-root-buffer": "clkbuf_8",
        "tritoncts_clock_tree": "yes",
        "post-cts-setup-buffers": 0,
        "clkSlewWorstSetupHoldPaths_ns": 0.08,
        "cts_resized": 0,
        "clock_sinks": 23,
        "tritoncts.num_buffers": 3,
        "cts-root-to-sink-buffers": 2,
        "clk_latency_ns": 0.26,
        "cts_hold_repair.buffers": 0,
    },
    "route": {
        "post_drt_via_cell_ratio": 4.24,
        "antenna_left": 0,
        "dr.first_iter.drc_count": 85,
        "total_wirelength_um": 2750,
        "firstDrtPassIters": 4,
        "antenna_cells": 0,
        "via_count": 1023,
        "drc_errors": 0,
        "post_drt_wl_per_cell_um": 11.4,
    },
    "place": {
        "place_congestion": 0.796,
        "detailed_place_hpwl_um": 2040,
        "placement.cell_area_um2": 1430,
        "port_buffers": 21,
    },
    "final_timing": {
        "finalWorstPathRequiredPeriod_ns": 2.09,
        "report.final.slew_viol_count": 0,
        "slew_worst_pin_ns": 0.493,
        "report.final.setup_viol": 0,
        "slew-limit-headroom": 0.668,
        "hold_viol_final": 0,
        "finalCritPeriodShare": 0.746,
        "maxClockFrequency_ghz": 0.479,
        "setup-tns-final_ns": 0,
        "clock_skew_ns": 0.00294,
        "rsz0062_at_grt": "no",
    },
    "power_and_ir_drop": {
        "power.density_nw_per_um2": 401,
        "power.ir.vdd_worst_mv": 0.164,
        "static-leakage-power_uw": 0.000428,
    },
    "die": {
        "fp-row-count": 30,
        "chipArea_um2": 11000,
        "initial_core_util": 0.161,
        "die_x_um": 105,
        "die_y_um": 105,
        "floorplan.io_pins": 22,
        "core_region_area_um2": 6910,
    },
    "cells_and_area": {
        "final_layout_size_suffix_gt1_frac": 0.0552,
        "filler_cells_inserted": 767,
        "area_delta_synth_final_pct": 32.4,
        "finalInstanceArea_um2": 1470,
    },
    "min_path": {
        "holdCritPathClass": "reg -> reg",
    },
    "run_status": {
        "status": "finished clean",
    },
    "run": {
        "openroad.warnings": 25,
        "cap_violations": 0,
    },
}
-- routing by layer --
metal	part of all wire	track usage	routed length (µm)	up-vias
li1	-	-	-	518
met1	0.51	0.0717	1410	476
met2	0.41	0.0681	1140	27
met3	0.065	0.0174	178	2
met4	0.0069	0.00392	19	0
met5	0	0	0	-
-- worst min path at each step --
| stage | endpoint | cells after the start | start | slack [ns] |
|---|---|---|---|---|
| after global routing | trigger$_SDFFE_PN0P_ | 1 | trigger$_SDFFE_PN0P_ | 0.50 |
| after CTS | trigger$_SDFFE_PN0P_ | 1 | trigger$_SDFFE_PN0P_ | 0.48 |
| final | trigger$_SDFFE_PN0P_ | 1 | trigger$_SDFFE_PN0P_ | 0.47 |
-- registers in the layout, indices dropped and copies added (netlist names) --
signal	cells
data	16
lastEcho	1
ready	1
state	4
trigger	1
-- where the power goes --
part / internal, µW / leakage (µW) / switching [µW]
registers: 332 / 0.000186 / 7.70
logic: 21.5 / 0.000217 / 22.6
clock network: 99.3 / 0.0000255 / 106
total: 453 / 0.000428 / 137
-- per-stage QoR --
step	cells	utilization	hold slack, ns	power, µW	setup slack, ns
after floorplan	122	-	0.418	372	1.02
after global placement	237	0.206	0.456	392	0.472
after detailed placement	237	0.206	0.462	393	0.443
after CTS	241	0.213	0.483	599	0.718
after global routing	241	0.213	0.496	620	0.584
final	241	0.213	0.474	590	0.710
-- placed cells by master, fill, tap and decap left out, drive strengths merged --
master	instances
a21oi	14
a41oi	1
and2	2
and3	3
and4	2
buf	1
clkbuf	3
clkdlybuf4s50	21
clkinv	1
dfxtp	23
ha	1
inv	4
mux2i	1
nand2	7
nand3	6
nand3b	1
nand4	5
nor2	4
nor2b	2
nor3	1
nor3b	2
nor4	2
nor4b	2
o21a	2
o21ai	6
o31ai	10
o41ai	1
or2b	1
or3	4
or4	9
xor2	3
-- worst max-delay path: stages --
cell	delay [ns]
clkdlybuf4s50_1	0.52
or2b_1	0.21
nand4_4	0.27
or4_1	0.57
a21oi_1	0.15
-- logic make-up after synthesis --
| family | count (synthesis) | share of synthesized area |
|---|---|---|
| AND/OR/NAND/NOR | 53 | 0.307 |
| AND-OR/OR-AND | 34 | 0.199 |
| flip-flops | 23 | 0.414 |
| buffers and inverters | 7 | 0.0349 |
| XOR/XNOR | 3 | 0.0237 |
| multiplexers | 1 | 0.00901 |
| adder cells (fa/ha/maj) | 1 | 0.0113 |
-- cell type report --
class,instances,area [µm²],share of cell area
clock inverters,1,5.00,0.00340
multi-input cells,92,612,0.416
repair buffers,22,218,0.148
clock buffers,3,41.3,0.0281
well taps,96,120,0.0816
inverters,4,15.0,0.0102
flip-flops and latches,23,460,0.313
Power figures rest on the tool's default switching activity, not on a simulated workload.
